<file path="design/flow/design.v">
module MyPLL #(parameter fator = 31)
				  (input i_clock, output o_clock);
reg [fator-1:0] count = 0;
assign o_clock = count[fator-1];
always @(posedge i_clock) 
begin
	count <= count + 1'b1; 
end
endmodule
</file>
<file path="design/flow/run.sh">
#!/bin/bash
# OpenROAD 26Q1-2900-gdf79404cd8, Yosys 0.63+post, stock flow scripts
make -C /OpenROAD-flow-scripts/flow DESIGN_CONFIG=/design/flow/config.mk WORK_HOME=/design/flow/orfs finish
</file>
<file path="design/flow/config.mk">
export PLATFORM = sky130hd
export DESIGN_NAME = MyPLL
export DESIGN_NICKNAME = MyPLL
export VERILOG_FILES = /design/flow/design.v
export SDC_FILE = /design/flow/constraint.sdc
export NUM_CORES = 4
export LEC_CHECK = 1
export CORE_AREA = 10 10 99 99
export DIE_AREA = 0 0 109 109
</file>
<file path="design/flow/constraint.sdc">
current_design MyPLL

set clk_period 4.2
set clk_io_pct 0.2

create_clock -name clk0 -period $clk_period [get_ports {i_clock}]

set non_clock_inputs [all_inputs -no_clocks]
set_input_delay [expr $clk_period * $clk_io_pct] -clock clk0 $non_clock_inputs
set_output_delay [expr $clk_period * $clk_io_pct] -clock clk0 [all_outputs]
</file>
==> reports/qor.tcl <==
set qor(utilization_pct) 18.2
set qor(viasPerCell) 3.21
set qor(detailed_route_wirelength_on_metal2_um) 605
set qor(yosysCellCount) 111
set qor(fin_crit_ps) 1940
set qor(die_y_um) 109
set qor(largest_net_degree_at_the_start_of_global_routing) 11
set qor(critical_path.endpoint_type) {output pin}
set qor(synth-area-yosys_mm2) 0.00119
set qor(finalSetupViolCount) 0
set qor(synth-warning-count) 1
set qor(timing.setup.tns_ps) 0
set qor(worst-setup-path-type) {flip-flop to output pin}
set qor(holdBufCountCts) 0
set qor(dominantRegCellSynth) {dfxtp_1}
set qor(num_vias) 712
set qor(cp-start-kind) {flip-flop}
set qor(cts_post_setup_buffers_inserted) 0
set qor(design_area_mm2) 0.00141
set qor(cts.htree.levels) 2
set qor(syn_area_mm2) 0.00119
set qor(clock_tree.buffer_depth) 2
set qor(run_status) {completed}
set qor(die.size.x_um) 109
set qor(hold_violations) 0
set qor(setup_slack_ps) 2260
set qor(buffer_ports.inserted) 1
set qor(crit_path_cell_trace) {clkdlybuf4s50_1}
set qor(rsz0062_at_grt) {no}
set qor(worst_ir_drop_vdd_mv) 0.0897
set qor(std_cell_rows) 32
set qor(clkSlewWorstSetupHoldPaths_ps) 60
set qor(via_count_of_the_first_global_routing_pass) 641
set qor(yosys.area.top_type_share_pct) 52.2
set qor(timing.critical_path.max_delay_family) {buffers and inverters}
set qor(finalWeightedCongestion) 0.775
set qor(remaining_drc_errors) 0
set qor(clock_latency_ps) 280
set qor(tritoncts_clock_tree) {done}
set qor(layout-drive-gt1-share_pct) 9.17
set qor(max_freq_mhz) 516
set qor(groute.usage.overall_pct) 2.93
set qor(detail-route-antenna-nets) 0
set qor(drt_first_pass_iters) 4
set qor(tool_warnings) 25
set qor(worst_slew_pin_slew_ps) 593
set qor(first_iter_violations) 23
set qor(critical_path_arrival_ps) 1100
set qor(synth_flop_count) 31
set qor(top_signal_layer_used) {met4}
set qor(crit_fanout) 2
set qor(clock_sinks) 31
set qor(detailedPlacementHpwl_um) 1120
set qor(num_antenna_cells) 0
set qor(power-per-cell-area_mw_per_mm2) 362
set qor(gr-total-overflow) 0
set qor(max_cap_viol_count) 0
set qor(route.detailed.wl_per_inst_um) 7.38
set qor(layout_worst_path_cycle_share_pct) 46.1
set qor(fp-utilization_pct) 15.4
set qor(timing.critical_path.buf_inv) 1
set qor(detailedPlace.worstSlack_ps) 2550
set qor(largest_register_ff_count) 31
set qor(design.core.area_mm2) 0.00773
set qor(met3_wirelength_um) 126
set qor(netlist-cell-type-count) 19
set qor(power.total_w) 0.000510
set qor(gate_count_of_the_mapped_netlist) 111
set qor(cts-root-buf) {clkbuf_8}
set qor(edf_count) 0
set qor(num_io_pins) 2
set qor(cts_buffers) 5
set qor(area_of_the_die_mm2) 0.0119
set qor(finalMaxSlewViolations) 0
set qor(area_growth_syn_to_layout_pct) 18.4
set qor(post_dp_cell_area_mm2) 0.00133
set qor(detail_route.wirelength.met1_um) 897
set qor(asyncSetResetFlopFracSynth_pct) 0
set qor(grt_antenna_before_repair) 0
set qor(slowest_delay_ps) 470
set qor(hp-class) {flip-flop to flip-flop}
set qor(leading_cell_types_by_count_after_synthesis) {31 x dfxtp_1, 23 x xnor2_1, 15 x nand3_1}
set qor(grt_pass1_wl_um) 2840
set qor(final.setup_skew_ps) 5.95
set qor(cts_resized) 0
set qor(wirelength_um) 1640
set qor(cpMaxStageDelayCell) {clkdlybuf4s50_1}
set qor(most_common_cell_in_the_netlist) {dfxtp_1}
set qor(reg_top3) {count: 31 flops}
set qor(post_synth.cell_area_avg_um2) 10.7
set qor(reg2reg_slack_ps) 2580
set qor(registers.top_by_ff_count) {count}
set qor(max_slew_margin_pct) 60.2
set qor(synth.largest_area_cell) {dfxtp_1}
set qor(critPathRequiredTime_ps) 3360
set qor(synth_sequential_area_ratio_pct) 52.2
set qor(cellLeakagePower_nw) 0.441
set qor(topCellsByArea) {dfxtp_1 52%, xnor2_1 17%, nand3_1 6.3%}
cell type report:
class	count	area (um2)
Clock buffer	7	76.3
Inverter	2	7.51
Multi-Input combinational cell	78	561
Tap cell	102	128
Timing Repair Buffer	1	10.0
Sequential cell	31	621
Fill cell	815	6320
Clock inverter	1	5.00
metrics by stage:
step / std cells / hold WS [ps]
6_report: 222 / 395
2_1_floorplan: 111 / 370
4_1_cts: 222 / 398
3_5_place_dp: 214 / 384
3_3_place_gp: 214 / 379
5_1_grt: 222 / 418
per-layer routing:
metal / global-route usage (%) / vias up
met2: 3.77 / 8
met3: 1.85 / 2
met5: 0 / -
met4: 0.282 / 0
li1: - / 396
met1: 4.15 / 306
placed cells by master (no fill, tap or decap):
cell type and count:
and2_1 3, and3_1 2, and3_2 1, and4_1 1, clkbuf_1 2, clkbuf_8 5
clkdlybuf4s50_1 1, clkinv_2 1, dfxtp_1 31, ha_1 1, inv_1 2, nand2_1 7
nand3_1 15, nand4_1 8, nand4_4 1, nor2_1 5, nor3_1 1, nor3_2 1
nor4_1 1, nor4_2 1, nor4_4 1, xnor2_1 23, xor2_1 6
final timing paths:
check | startpoint | end | cells past startpoint
hold reg to reg | count[0] | count[0] | 1
hold / removal | count[0] | count[0] | 1
setup reg to reg | count[8] | count[23] | 4
setup / recovery | count[30] | o_clock | 1
power breakdown:
part	switching [W]	total [W]	internal [W]	leakage, nW
sequential	0	0.000294	0.000294	0.250
clock	0.0000996	0.000215	0.000116	0.0422
combinational	0	0.000000000150	0	0.150
cell families after synthesis:
logic type               Yosys count  share of synthesized area (%)
AND/OR/NAND/NOR                   48                           24.7
flip-flops                        31                           52.2
XOR/XNOR                          29                           21.4
buffers and inverters              2                          0.632
adder cells (fa/ha/maj)            1                           1.05
Power figures rest on the tool's default switching activity, not on a simulated workload.
