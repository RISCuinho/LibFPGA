`/design/flow/config.mk`:
```
export PLATFORM = sky130hd
export DESIGN_NAME = AutoReset
export DESIGN_NICKNAME = AutoReset
export VERILOG_FILES = /design/flow/design.v
export SDC_FILE = /design/flow/constraint.sdc
export NUM_CORES = 4
export LEC_CHECK = 1
export CORE_UTILIZATION = 30
```
`/design/flow/run.sh`:
```
#!/bin/bash
# OpenROAD 26Q1-2900-gdf79404cd8, Yosys 0.63+post, stock flow scripts
make -C /OpenROAD-flow-scripts/flow DESIGN_CONFIG=/design/flow/config.mk WORK_HOME=/design/flow/orfs finish
```
`/design/flow/design.v`:
```
module AutoReset #(
   parameter INVERT_RST = 1'b0
)(
input clk,
input [31:0] count,
input clr,
output reg rst = 1'b1
);
reg [32:0] clk_count = 1'b0;
always @(negedge clk)
	if (clr) 
	begin
		clk_count <= 1'b0;
		rst <= !INVERT_RST;
	end
	else if (clk_count > count) rst <= INVERT_RST;
	else 
	begin 
		clk_count <= clk_count + 1;
		rst <= !INVERT_RST;
	end
endmodule
```
`/design/flow/constraint.sdc`:
```
current_design AutoReset

set clk_period 6.0
set clk_io_pct 0.2

create_clock -name clk0 -period $clk_period [get_ports {clk}]

set non_clock_inputs [all_inputs -no_clocks]
set_input_delay [expr $clk_period * $clk_io_pct] -clock clk0 $non_clock_inputs
set_output_delay [expr $clk_period * $clk_io_pct] -clock clk0 [all_outputs]
```
==> notes.md <==
Main metrics from the flow reports.

The run finished, with violations left. The final reports fail on setup timing. Per the synth stats, the proportion of register bits with asynchronous set or reset is 0%. The netlist uses 42 different library cells. The total number of clock tree sinks came out at 34. The static power due to leakage came out at 0.00168 uW.

The number of buffers added to fix hold violations after cts is 0. The later-pin clock latency in the skew report is 0.36 ns. The clock-pin slew of the registers on the worst-case setup and hold paths came out at 0.04 ns. The max-capacitance violation count is 0.

The average via count per standard cell came out at 5.15. The count of boundary I/O pins is 35. The number of synthesized flops with an enable pin came out at 0. According to the floorplan report, the total die area is 8700 sq um.

TritonRoute output was used to compute an average wire per cell of 13.4 um. The routed design has 6990 um of wire. The vertical die dimension is 93.3 um. The number of cells produced by synthesis came out at 314. The signed area change from the synthesized netlist to the final layout came out at 64.8%. Setup repair after global routing could not meet its margin everywhere. The max-slew violation count is 0.

The number of inserted filler cells in the final layout is 668. The initial standard-cell utilization of the core is 31.7%. The iteration-0 DRC count of the detailed router came out at 165. The count of buffer and inverter cells on the critical path is 3.

The maximum number of pins on one net before global-route repair came out at 31. The worst-case vdd ir drop is 0.0000981 V. Summed over all instances, the cell type with the most area after synthesis is sky130_fd_sc_hd__dfxtp_1. Among cell families on the critical path, the largest total delay comes from AND-OR/OR-AND gates. The die extent in x came out at 93.3 um. The global routing report lists combined usage of all routing layers as 16.2%. The routed layout has 2680 vias. In the setup report, the worst path falls into the class in2reg. For the final database, setup skew stands at 0.0249 ns.

The most critical hold endpoint after final layout shows a slack of 0.524 ns. The area of all sequential standard cells is 681 sq um. The transition time at the pin with the least slew margin came out at 0.781 ns. Data on the critical path arrives at its endpoint at 3.46 ns. The initial antenna violation count came out at 0.

The HPWL after detailed placement came out at 4520 um. The DRC violation count after routing is 0. The startpoint type of the worst setup path is a primary input. The number of storage elements in the synthesis netlist is 34. The tree is rooted in a sky130_fd_sc_hd__clkbuf_8. The final core utilization came out at 52.2%. The site row count came out at 32. The first global-routing pass estimated 11300 um of wire. The count of input and output buffers came out at 34. The worst-path cell with the longest stage delay is sky130_fd_sc_hd__o32a_1. The share of final-layout standard cells stronger than drive strength 1 is 43.3%. The type recorded for the worst min-delay path is reg2reg. The sequential fraction of the synthesis area came out at 27.2%. The total core area came out at 7890 sq um. The nature of the critical path endpoint is a register. The number of warnings in the stage logs came out at 62. The via count of the first global-routing pass is 2526.

The worst stage delay on the critical path came out at 0.38 ns. TritonCTS built the clock tree. The number of endpoints with negative hold slack in the final report came out at 0. The final setup violation count is 32. Per the post-synthesis stats, the area per cell is 7.96 sq um.

The most used flip-flop cell is sky130_fd_sc_hd__dfxtp_1. The cell area that synthesis handed to floorplanning was 2500 sq um. After synthesis, the design contains 314 cells according to Yosys. The area fraction of the dominant cell type after synthesis came out at 27.2%. The worst-case headroom to the max-slew limit is 47.4%. The H-tree depth is 2. The total number of yosys warnings is 1.

The power density relative to cell area came out at 149 nW/um^2. The maximum root-to-sink buffer count is 2. In the final layout, the multi-input gates occupy 2220 sq um. The placer congestion estimate came out at 0.797. The number of antenna cells inserted came out at 0. The TritonCTS buffer count came out at 5.

The worst reg-to-reg setup slack is 3.20 ns. The worst setup margin is -0.226 ns. The global route stage reports its total congestion overflow as 0.

The final antenna-violating net count is 0. The critical path goes through buf_6, inv_4, ha_4, a21oi_2, nand2_1, a221o_1, o31a_1, buf_4, o32a_1, and4b_1, mux2_4. For this run, the detailed router's first-pass iteration total came to 4.

The data required time of the critical path is 3.23 ns. The maximum fanout along the worst path came out at 5. After synthesis, the chip area reported by Yosys is 2500 sq um. Yosys attributes the largest share of cell area to sky130_fd_sc_hd__dfxtp_1 (27%), sky130_fd_sc_hd__ha_1 (17%), sky130_fd_sc_hd__a21oi_1 (6.6%).
[final cells by class]
cell class                      instances  area share, %
Multi-Input combinational cell        229           53.9
Timing Repair Buffer                   76           17.0
Sequential cell                        34           16.5
Clock inverter                         37           4.16
Inverter                               37           3.67
Tap cell                              102           3.10
Clock buffer                            5           1.67
[through the flow]
step           power (uW)  setup WS [ns]  area, sq um  TNS [ns]  cells
4_1_cts               609         -0.219         3830     -4.69    517
2_1_floorplan         300         -0.305         2730     -5.78    314
5_1_grt               656         -0.296         4120     -6.81    520
3_3_place_gp          333          -1.01         3250    -31.26    452
3_5_place_dp          334          -1.04         3250    -32.04    452
6_report              612         -0.226         4120     -4.33    520
[cell usage after synthesis (2+ instances only)]
master	instances
sky130_fd_sc_hd__nand4_1	14
sky130_fd_sc_hd__ha_1	33
sky130_fd_sc_hd__dfxtp_1	34
sky130_fd_sc_hd__and2_1	3
sky130_fd_sc_hd__nand2b_1	2
sky130_fd_sc_hd__o31a_1	3
sky130_fd_sc_hd__and4_1	3
sky130_fd_sc_hd__or4_1	17
sky130_fd_sc_hd__inv_1	38
sky130_fd_sc_hd__o31ai_1	15
sky130_fd_sc_hd__nor2_1	13
sky130_fd_sc_hd__a21o_1	3
sky130_fd_sc_hd__o32a_1	2
sky130_fd_sc_hd__and3_1	7
sky130_fd_sc_hd__nand3_1	19
sky130_fd_sc_hd__nor3_1	3
sky130_fd_sc_hd__mux2_2	4
sky130_fd_sc_hd__a211oi_1	2
sky130_fd_sc_hd__or2_2	2
sky130_fd_sc_hd__nor2b_1	4
sky130_fd_sc_hd__clkbuf_1	11
sky130_fd_sc_hd__nor4_1	2
sky130_fd_sc_hd__o21ai_0	12
sky130_fd_sc_hd__a21oi_1	33
sky130_fd_sc_hd__or3_1	8
sky130_fd_sc_hd__nand2_1	11
[worst register-to-register path: stages, from the launching register on]
cell and delay, ns:
sky130_fd_sc_hd__dfxtp_1 0.49, sky130_fd_sc_hd__ha_4 0.26, sky130_fd_sc_hd__a21oi_2 0.13, sky130_fd_sc_hd__o21ai_1 0.08, sky130_fd_sc_hd__a221o_1 0.32, sky130_fd_sc_hd__o31a_1 0.28
sky130_fd_sc_hd__buf_4 0.15, sky130_fd_sc_hd__o32a_1 0.38, sky130_fd_sc_hd__and4b_1 0.31, sky130_fd_sc_hd__mux2_4 0.30
[path summary, 6_finish.rpt]
| check | start | end | cells after the start |
|---|---|---|---|
| setup reg to reg | clk_count[10] | clk_count[20] | 9 |
| setup / recovery | count[23] | clk_count[20] | 11 |
| hold reg to reg | clk_count[32] | clk_count[32] | 2 |
| hold / removal | clk_count[32] | clk_count[32] | 2 |
[repair_timing]
action                                  CTS  global route
pin swaps                                43            13
endpoints found under the setup margin   34            33
buffers inserted                         22             2
gates resized                           133            51
cloned                                    3             1
[report_power, final]
part	internal, uW	switching [uW]
combinational	41.0	34.1
sequential	229	3.38
clock	153	151
[placed cells by master (no fill, tap or decap), types with 4 or more instances in the layout]
master / count
sky130_fd_sc_hd__a21oi_1: 19
sky130_fd_sc_hd__a21oi_2: 14
sky130_fd_sc_hd__and3_1: 6
sky130_fd_sc_hd__buf_2: 13
sky130_fd_sc_hd__buf_4: 31
sky130_fd_sc_hd__buf_6: 13
sky130_fd_sc_hd__clkbuf_8: 5
sky130_fd_sc_hd__dfxtp_1: 34
sky130_fd_sc_hd__dlygate4sd2_1: 8
sky130_fd_sc_hd__ha_1: 6
sky130_fd_sc_hd__ha_4: 25
sky130_fd_sc_hd__inv_1: 46
sky130_fd_sc_hd__inv_2: 22
sky130_fd_sc_hd__nand2_1: 9
sky130_fd_sc_hd__nand3_1: 18
sky130_fd_sc_hd__nand4_1: 14
sky130_fd_sc_hd__nor2_1: 12
sky130_fd_sc_hd__o21ai_0: 4
sky130_fd_sc_hd__o21ai_1: 4
sky130_fd_sc_hd__o31ai_1: 8
sky130_fd_sc_hd__o31ai_2: 6
sky130_fd_sc_hd__or3_1: 4
sky130_fd_sc_hd__or3_4: 4
sky130_fd_sc_hd__or4_1: 11
sky130_fd_sc_hd__or4_4: 6
[routing by layer]
| metal | part of all wire, % | global-route usage (%) |
|---|---|---|
| met4 | 1.9 | 4.36 |
| met1 | 51 | 24.2 |
| met3 | 3.9 | 4.14 |
| met2 | 44 | 23.4 |
| met5 | 0 | 0 |
[kinds of logic (layout without fill, tap and decap cells)]
kind of cell,after synthesis,count (layout),share of synthesized area (%)
and+or+nand+nor,112,112,26.4
AOI/OAI and AO/OA,76,77,18.8
buffers and inverters,52,155,8.16
DFF,34,34,27.2
adders and majority gates,33,33,16.5
muxes,5,5,2.20
xor gates and xnor gates,2,2,0.701
[registers in the layout, summed over array words and instances (netlist names)]
signal and cells:
rst 1, clk_count 33
Power and IR drop assume default switching activity.
